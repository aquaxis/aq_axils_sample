$ cat design/flow/config.mk
export PLATFORM = sky130hd
export DESIGN_NAME = aq_axils_sample
export DESIGN_NICKNAME = aq_axils_sample
export VERILOG_FILES = /design/flow/design.v
export SDC_FILE = /design/flow/constraint.sdc
export NUM_CORES = 4
export LEC_CHECK = 1
export CORE_UTILIZATION = 40
$ cat design/flow/constraint.sdc
current_design aq_axils_sample

set clk_period 6.1
set clk_io_pct 0.2

create_clock -name clk0 -period $clk_period [get_ports {ACLK}]

set non_clock_inputs [all_inputs -no_clocks]
set_input_delay [expr $clk_period * $clk_io_pct] -clock clk0 $non_clock_inputs
set_output_delay [expr $clk_period * $clk_io_pct] -clock clk0 [all_outputs]
$ cat design/flow/design.v
module aq_axils_sample
(
  input         ARESETN,
  input         ACLK,
  input [31:0]  S_AXI_AWADDR,
  input [3:0]   S_AXI_AWCACHE,
  input [2:0]   S_AXI_AWPROT,
  input         S_AXI_AWVALID,
  output        S_AXI_AWREADY,
  input [31:0]  S_AXI_WDATA,
  input [3:0]   S_AXI_WSTRB,
  input         S_AXI_WVALID,
  output        S_AXI_WREADY,
  output        S_AXI_BVALID,
  input         S_AXI_BREADY,
  output [1:0]  S_AXI_BRESP,
  input [31:0]  S_AXI_ARADDR,
  input [3:0]   S_AXI_ARCACHE,
  input [2:0]   S_AXI_ARPROT,
  input         S_AXI_ARVALID,
  output        S_AXI_ARREADY,
  output [31:0] S_AXI_RDATA,
  output [1:0]  S_AXI_RRESP,
  output        S_AXI_RVALID,
  input         S_AXI_RREADY,
  output [31:0] LOCAL_REG0,
  output [31:0] LOCAL_REG1,
  output [31:0] LOCAL_REG2,
  output [31:0] LOCAL_REG3
);
  localparam S_IDLE   = 2'd0;
  localparam S_WRITE  = 2'd1;
  localparam S_WRITE2 = 2'd2;
  localparam S_READ   = 2'd3;
  reg [1:0]     state;
  reg           reg_rnw;
  reg [31:0]    reg_addr, reg_wdata;
  reg [3:0]     reg_be;
  reg           reg_wallready;
  wire          local_cs, local_rnw, local_ack;
  wire [3:0]    local_be;
  wire [31:0]   local_addr, local_wdata, local_rdata;
  always @( posedge ACLK or negedge ARESETN ) begin
    if( !ARESETN ) begin
      state         <= S_IDLE;
      reg_rnw       <= 1'b0;
      reg_addr      <= 32'd0;
      reg_wdata     <= 32'd0;
      reg_be        <= 4'd0;
      reg_wallready <= 1'b0;
    end else begin
      if( S_AXI_WVALID ) begin
        reg_wdata     <= S_AXI_WDATA;
        reg_be        <= S_AXI_WSTRB;
        reg_wallready <= 1'b1;
      end else if( local_ack & S_AXI_BREADY ) begin
        reg_wallready <= 1'b0;
      end
      case( state )
        S_IDLE: begin
          if( S_AXI_AWVALID ) begin
            reg_rnw   <= 1'b0;
            reg_addr  <= S_AXI_AWADDR;
            state     <= S_WRITE;
          end else if( S_AXI_ARVALID ) begin
            reg_rnw   <= 1'b1;
            reg_addr  <= S_AXI_ARADDR;
            state     <= S_READ;
          end
        end
        S_WRITE: begin
          if( reg_wallready ) begin
            state     <= S_WRITE2;
          end
        end
        S_WRITE2: begin
          if( local_ack & S_AXI_BREADY ) begin
            state     <= S_IDLE;
          end
        end
        S_READ: begin
          if( local_ack & S_AXI_RREADY ) begin
            state     <= S_IDLE;
          end
        end
        default: state <= S_IDLE;
      endcase
    end
  end
  assign S_AXI_AWREADY  = ( state == S_WRITE || state == S_IDLE )?1'b1:1'b0;
  assign S_AXI_WREADY   = ( state == S_WRITE || state == S_IDLE )?1'b1:1'b0;
  assign S_AXI_BVALID   = ( state == S_WRITE2 )?local_ack:1'b0;
  assign S_AXI_BRESP    = 2'b00;
  assign S_AXI_ARREADY  = ( state == S_READ  || state == S_IDLE )?1'b1:1'b0;
  assign S_AXI_RVALID   = ( state == S_READ )?local_ack:1'b0;
  assign S_AXI_RRESP    = 2'b00;
  assign S_AXI_RDATA    = ( state == S_READ )?local_rdata:32'd0;
  wire          wr_ena, rd_ena, wr_ack;
  reg           rd_ack;
  reg [31:0]    reg_rdata;
  assign local_cs           = (( state == S_WRITE2 )?1'b1:1'b0) | (( state == S_READ )?1'b1:1'b0) | 1'b0;
  assign local_rnw          = reg_rnw;
  assign local_addr[31:0]   = reg_addr[31:0];
  assign local_be[3:0]      = reg_be[3:0];
  assign local_wdata[31:0]  = reg_wdata[31:0];
  assign local_ack          = wr_ack | rd_ack;
  assign local_rdata[31:0]  = reg_rdata[31:0];
  assign wr_ena = (local_cs & ~local_rnw)?1'b1:1'b0;
  assign rd_ena = (local_cs &  local_rnw)?1'b1:1'b0;
  assign wr_ack = wr_ena;
  localparam A_REG0 = 8'h00;
  localparam A_REG1 = 8'h04;
  localparam A_REG2 = 8'h08;
  localparam A_REG3 = 8'h0C;
  reg [31:0]    reg_data0, reg_data1, reg_data2, reg_data3;
  always @(posedge ACLK or negedge ARESETN) begin
    if(!ARESETN) begin
      reg_data0[31:0] <= 32'd0;
      reg_data1[31:0] <= 32'd0;
      reg_data2[31:0] <= 32'd0;
      reg_data3[31:0] <= 32'd0;
    end else begin
      if(wr_ena) begin
        case(local_addr[7:0] & 8'hFC)
          A_REG0:
            begin
              reg_data0[31:0] <= local_wdata[31:0];
            end
          A_REG1:
            begin
              reg_data1[31:0] <= local_wdata[31:0];
            end
          A_REG2:
            begin
              reg_data2[31:0] <= local_wdata[31:0];
            end
          A_REG3:
            begin
              reg_data3[31:0] <= local_wdata[31:0];
            end
          default:
            begin
            end
        endcase
      end
    end
  end
  always @(posedge ACLK or negedge ARESETN) begin
    if(!ARESETN) begin
      reg_rdata[31:0] <= 32'd0;
      rd_ack <= 1'b0;
    end else begin
      rd_ack <= rd_ena;
      if(rd_ena) begin
        case(local_addr[7:0] & 8'hFC)
          A_REG0:   reg_rdata[31:0] <= reg_data0[31:0];
          A_REG1:   reg_rdata[31:0] <= reg_data1[31:0];
          A_REG2:   reg_rdata[31:0] <= reg_data2[31:0];
          A_REG3:   reg_rdata[31:0] <= reg_data3[31:0];
          default:  reg_rdata[31:0] <= 32'd0;
        endcase
      end
    end
  end
  assign LOCAL_REG0[31:0] = reg_data0[31:0];
  assign LOCAL_REG1[31:0] = reg_data1[31:0];
  assign LOCAL_REG2[31:0] = reg_data2[31:0];
  assign LOCAL_REG3[31:0] = reg_data3[31:0];
endmodule
$ cat design/flow/run.sh
#!/bin/bash
# OpenROAD 26Q1-2900-gdf79404cd8, Yosys 0.63+post, stock flow scripts
make -C /OpenROAD-flow-scripts/flow DESIGN_CONFIG=/design/flow/config.mk WORK_HOME=/design/flow/orfs finish
==> reports/results.env <==
STATUS='completed'
YOSYS_WARNINGS=1
BOUNDARYPINS=290
DRT_FIRST_ITER_VIOLATIONS=202
HP-CLASS='reg2reg'
CTS_POST_SETUP_BUFFERS_INSERTED=0
SYNTH_COMPOUND_GATE_AREA_SHARE_PCT=4.97
ROUTE.FINAL.WIRE_LENGTH_MM=23.0
POWER_DENSITY_mW_PER_MM2=436
CLK_TRANSITION_REPORTED_PATHS_NS=0.06
YS_TOP_LOGIC_FAMILY='multiplexers'
VIAS=5572
CRIT_ARRIVAL_NS=2.39
AREA_DELTA_SYNTH_FINAL_PCT=36.1
ASYNC_SET_OR_RESET_REGISTER_RATIO_AFTER_SYNTHESIS_PCT=100
R2R_END='reg_data3[29]'
CAP_VIOL_MAX_COUNT=0
CHIPHEIGHT_UM=150
GRT_ANTENNA_BEFORE_REPAIR=1
TIGHTESTPINTRANSITION_NS=0.771
CRITPATHLAUNCHTYPE='flop'
INITIAL_UTILIZATION_PCT=41.4
SYNTH-EDFF-COUNT=0
VIAS_PER_CELL=5.23
DIEAREA_MM2=0.0226
WORST-ENDPOINT-REQUIRED_NS=4.88
CTS.ROOT.BUFFER_CELL='sky130_fd_sc_hd__clkbuf_16'
LAYOUT.CELLS.NON_FILLER=1066
TRITONCTS='yes'
RSZ0062_AT_GRT='no'
YOSYS-STAT-CELLS=561
CRITICAL-PATH-MAX-STAGE-DELAY_NS=0.79
CTS.SINKS=205
WIRE_PER_INST_UM=21.6
SYNTHADDERAREAFRAC_PCT=0
TIMING.HOLD.WORST.START='reg_wallready'
POST_ROUTE_CELLS_DRIVE_ABOVE_1_SHARE_PCT=31.7
CP_CELL_SEQUENCE='buf_4, and2_1, clkdlybuf4s50_1'
CLOCK-SKEW-FINAL_NS=0.0101
TIMING.SETUP.TNS_NS=0
WORSTHOLDPATHCELLS=1
RELSLEWSLACK_PCT=48.5
CTS_BUFFERS=22
CLKLATENCYLATEPIN_NS=0.50
TIMING.FINAL.MAX_SLEW_VIOLATIONS=0
FINALWEIGHTEDCONGESTION=0.801
POSTSYNTHAREAPERCELL_UM2=15.7
HOLD_END='state[2]'
SYNTH_LARGEST_TYPE_AREA_FRACTION_PCT=57.9
YOSYS.AREA_SHARE.XOR_XNOR_PCT=0
CTS.HTREE.LEVELS=1
SYNTH_AREA_LEADER_CELL='sky130_fd_sc_hd__dfrtp_1'
FINAL-HOLD-VIOLATION-COUNT=0
TIMING.SETUP.CRITICAL_PATH_CLASS='reg2out'
TIMING.CRITICAL_PATH.TO_TYPE='output pin'
COREAREA_MM2=0.0213
VDD.IR_DROP.WORST_uV=233
PERIOD_USED_PCT=59.2
SETUP_VIOL=0
DETAIL_ROUTE.ANTENNA_DIODES=0
CRIT_FAMILY='buffers and inverters'
HOLD_WS_NS=0.492
SHARE_OF_SYNTHESIZED_AREA_SPENT_ON_MULTIPLEXERS_PCT=29.9
FINALCOREUTILIZATION_PCT=56.4
SYNTH_CHIP_AREA_MM2=0.00882
SYN_INST=561
SYNTH.LIB_CELLS_USED.DISTINCT=31
DPL-INSTANCE-AREA_MM2=0.0113
CTS-HOLD-FIX-BUFFERS=0
PERIOD_NEEDED_NS=3.61
PLACEDCELLCOUNT=1027
CRITICAL_PATH_PEAK_FANOUT=20
NUMBER_OF_GLOBAL_ROUTE_VIAS_BEFORE_REPAIR=6001
STAGE_LOG_WARNINGS=95
REG2REG_FROM='state[3]'
CRITPATHBUFINV=2
MAX_FREQ_MHz=277
AREA_LEADERS='sky130_fd_sc_hd__dfrtp_1 58%, sky130_fd_sc_hd__mux2_2 16%, sky130_fd_sc_hd__mux4_2 8.2%'
POST-DP-HPWL_MM=14.6
FINISH.INSTANCE_AREA_MM2=0.0120
GRT_OVERFLOW=0
GRT_USE_TOTAL_PCT=22.3
PLACEMENT.IO_BUFFERS=215
YS.FLOP_TYPE='sky130_fd_sc_hd__dfrtp_1'
SYNTH_SEQ_SHARE_PCT=58.2
POST_CTS.RESIZED_INSTANCES=0
GRT_START_MAX_NET_PINS=74
SYNTH_AREA_MM2=0.00882
REG2REG_DEPTH=5
GRT_PASS1_WL_MM=36.1
R2R_SETUP_SLACK_NS=2.70
SIMPLE_GATE_AREA_SHARE_PCT=4.16
DRTPASS1ITERATIONS=4
SYNTH_FLOPS=205
POWER.LEAKAGE_nW=5.32
ROWS=53
WORST_PATH_MAX_DELAY_CELL='sky130_fd_sc_hd__dfrtp_1'
DETAIL_ROUTE.DRC_VIOLATIONS=0
DIE_W_UM=150
ANT_NETS=0
CTS.PATH.MAX_BUFFERS=3
-- registers in the layout, indices dropped and copies added, names as in the netlist --
name           cells
reg_data3         32
reg_rdata         32
reg_data2         32
reg_data1         32
reg_rnw            1
state              4
reg_data0         32
local_addr         6
reg_wallready      1
rd_ack             1
reg_wdata         32
-- worst register-to-register path: cells and delay by family (launching register included) --
kind            cells  cell delay, ns
buf+inv             2            0.83
flops               1            0.79
simple gates        1            1.01
mux                 1            0.35
compound gates      1            0.32
-- how the worst max path moves through the flow --
| stage | from | to | slack (ns) | cells after the start |
|---|---|---|---|---|
| after CTS | state[3] | S_AXI_RDATA[21] | 2.41 | 3 |
| final | state[3] | S_AXI_RDATA[21] | 2.49 | 3 |
| after global routing | state[3] | S_AXI_RDATA[21] | 2.33 | 3 |
-- logic make-up after synthesis --
| family | count (synthesis) |
|---|---|
| AOI/OAI and AO/OA | 54 |
| muxes | 192 |
| and+or+nand+nor | 59 |
| buffers and inverters | 50 |
| other | 1 |
| DFF | 205 |
-- layer usage --
layer	wire [um]	GRT usage, %
met1	9640	32.8
met3	2110	8.38
met4	405	3.54
met5	13	0
met2	10800	33.8
-- cells in the final DEF (no fill, tap or decap), types with 3 or more instances in the layout --
cell                              count
sky130_fd_sc_hd__clkinv_2             3
sky130_fd_sc_hd__conb_1               4
sky130_fd_sc_hd__nor4_4               3
sky130_fd_sc_hd__clkbuf_1             5
sky130_fd_sc_hd__a21oi_1              4
sky130_fd_sc_hd__mux2_1               6
sky130_fd_sc_hd__mux4_2              32
sky130_fd_sc_hd__clkdlybuf4s50_1    213
sky130_fd_sc_hd__dfrtp_1            202
sky130_fd_sc_hd__and2_1              34
sky130_fd_sc_hd__a22o_1              38
sky130_fd_sc_hd__clkbuf_8             8
sky130_fd_sc_hd__nand3b_1             4
sky130_fd_sc_hd__clkbuf_16           22
sky130_fd_sc_hd__o22ai_1              4
sky130_fd_sc_hd__mux2_2             124
sky130_fd_sc_hd__mux2_4              30
sky130_fd_sc_hd__inv_1                7
sky130_fd_sc_hd__nand2_1             12
sky130_fd_sc_hd__buf_4               16
-- final cells by class --
type / instances / area, um2
tap: 275 / 344
clock inverter: 5 / 61.3
timing repair buffer: 231 / 2270
multi-input combinational: 309 / 3500
clock buffer: 34 / 666
inverter: 7 / 26.3
fill: 1656 / 9280
sequential: 205 / 5130
-- synth_stat cells, types with 5 or more instances --
cell type,n
sky130_fd_sc_hd__nand2_1,12
sky130_fd_sc_hd__buf_4,5
sky130_fd_sc_hd__buf_2,11
sky130_fd_sc_hd__mux2_2,124
sky130_fd_sc_hd__mux2_1,6
sky130_fd_sc_hd__mux4_2,32
sky130_fd_sc_hd__clkbuf_1,21
sky130_fd_sc_hd__mux2_4,30
sky130_fd_sc_hd__dfrtp_1,204
sky130_fd_sc_hd__inv_1,7
sky130_fd_sc_hd__and2_1,34
sky130_fd_sc_hd__a22o_1,38
-- stage by stage --
| stage | worst slack, ns | total power [mW] |
|---|---|---|
| after CTS | 2.41 | 5.31 |
| final | 2.49 | 5.23 |
| after global routing | 2.33 | 5.54 |
| after detailed placement | 2.62 | 3.97 |
| after global placement | 2.67 | 3.93 |
| after floorplan | 3.85 | 2.88 |
-- where the power goes --
group / total, mW / internal (mW) / switching (mW)
combinational: 1.75 / 1.25 / 0.499
clock: 1.31 / 0.792 / 0.517
sequential: 2.17 / 1.78 / 0.394
Power figures rest on the tool's default switching activity, not on a simulated workload.
